==> /design/flow/design.v <==
module clock_divider(clock_in,clock_out);
input clock_in;  
output reg clock_out;  
reg[27:0] counter=28'd0;
parameter DIVISOR = 28'd2;
always @(posedge clock_in)
begin
 counter <= counter + 28'd1;
 if(counter>=(DIVISOR-1))
  counter <= 28'd0;
 clock_out <= (counter<DIVISOR/2)?1'b1:1'b0;
end
endmodule
==> /design/flow/run.sh <==
#!/bin/bash
# OpenROAD 26Q1-2900-gdf79404cd8, Yosys 0.63+post, stock flow scripts
make -C /OpenROAD-flow-scripts/flow DESIGN_CONFIG=/design/flow/config.mk WORK_HOME=/design/flow/orfs finish
==> /design/flow/config.mk <==
export PLATFORM = sky130hd
export DESIGN_NAME = clock_divider
export DESIGN_NICKNAME = clock_divider
export VERILOG_FILES = /design/flow/design.v
export SDC_FILE = /design/flow/constraint.sdc
export NUM_CORES = 4
export LEC_CHECK = 1
export CORE_AREA = 10 10 91 91
export DIE_AREA = 0 0 101 101
==> /design/flow/constraint.sdc <==
current_design clock_divider

set clk_period 1.7
set clk_io_pct 0.2

create_clock -name clk0 -period $clk_period [get_ports {clock_in}]

set non_clock_inputs [all_inputs -no_clocks]
set_input_delay [expr $clk_period * $clk_io_pct] -clock clk0 $non_clock_inputs
set_output_delay [expr $clk_period * $clk_io_pct] -clock clk0 [all_outputs]
==> flow_metrics.tcl <==
# place-and-route summary
set metrics [dict create \
    status "complete, no violations" \
    fp_util 0.120 \
    yosys.area.top_type "dfxtp_1" \
    maxSlewViolCount 0 \
    path_cells "inv_1 > ha_1 > nor4b_1 > nand3_1 > nor4b_1" \
    row_count 29 \
    clk_pin_slew_ns 0.06 \
    power_density_mw_per_mm2 1190 \
    htreeDepth 2 \
    r2r_cells 5 \
    ys_chip_area_um2 764 \
    power_switching_mw 0.252 \
    overflow 0 \
    n_antenna_cell 0 \
    cts.sinks 29 \
    power_frac_comb 0.008 \
    yosysCellCount 52 \
    path_class "reg2reg" \
    max_stage_delay_ns 0.34 \
    fmax_ghz 0.711 \
    routed_wl_um 814 \
    syn_area_um2 764 \
    path_buffers 1 \
    die_w_um 101 \
    leakage_nw 0.408 \
    skew_ns 0.00302 \
    ir_drop_mv 0.652 \
    clkPwrFrac 0.412 \
    worst_path_most_repeated_cell "nor4b_1" \
    drt_iter0_markers 3 \
    tool_warnings 27 \
    cts_made_buffers 5 \
    setup_ws_ns 0.293 \
    dieArea_mm2 0.0102 \
    gp_congestion 0.710 \
    cts_setup_buffers 0 \
    path_delay_family "simple AND/OR/NAND/NOR gates" \
    synth_cell_types 15 \
    fillCellCount 686 \
    pre_cts_slack_ns 0.337 \
    clock_path_buffers 2 \
    postSynthCellCount 52 \
    grt_use_total 0.0197 \
    drc 0 \
    cp.arrival_ns 1.58 \
    ys_warn_count 1 \
    cts_hold_buf 0 \
    slowest_stage "dfxtp_1" \
    vias 392 \
    wl_per_cell_um 5.02 \
    portBuffers 1 \
    ctsResizeCount 0 \
    tritoncts "yes" \
    ios 2 \
    yosysTopAreaCellShare 0.759 \
    drive_gt1_frac 0.141 \
    grt_max_degree 11 \
    grt_pass1_wl_um 1640 \
    die_y_um 101 \
    seqPwrFrac 0.579 \
    dr.pass1.iters 3 \
    root_buffer "clkbuf_8" \
    core-area_mm2 0.00635 \
    antenna_left 0 \
    avgSynthCellArea_um2 14.7 \
    worstSkewPairLatency_ns 0.27 \
    whs_path_depth 1 \
    swShare 0.202 \
    required_ns 1.88 \
    routed_via_density 2.42 \
    hold_violations 0 \
    finalSetupViolCount 0 \
    syn2layout_area_growth_pct 37.0 \
    antenna_found_initial 0 \
    startpoint_type "flip-flop" \
    p_int_mw 0.997 \
    crit_fanout 4 \
    cap_violations 0 \
    end_kind "flip-flop" \
    fin_crit_ns 1.41 \
    hold_slack_ns 0.514 \
    grt_setup_unrepaired "no" \
    grt_pass1_vias 399 \
    ys_top_cells_by_area "dfxtp_1 (76%), nor4_2 (6.5%), ha_1 (4.9%), nor4b_1 (2.3%), nand2b_1 (1.6%)" \
    dp.final_hpwl_um 564 \
    ys.flops 29 \
    ys_seq_frac 0.759 \
    tns_ns 0 \
    path_depth 5 \
    finalCritPeriodShare 0.828 \
    min_path_type "reg2reg" \
    totalPowerFinal_mw 1.25 \
]
-- placed cells by master, fill, tap and decap left out --
master and instances:
nor4b_1 2, conb_1 25, nand4_1 1, nor3b_1 1
nor4_1 2, clkbuf_8 5, nand3b_1 1, dfxtp_1 29
inv_1 2, clkdlybuf4s50_1 1, nor3_1 1, a211oi_1 1
nand2b_1 2, ha_1 3, nor4_2 4, clkinvlp_4 1
nand3_1 1, nor2_1 1, clkinv_2 2
-- stage by stage --
stage                     area, um^2  instances   util
after floorplan                  855         76      -
after global placement           961        154  0.151
after detailed placement         961        154  0.151
after CTS                       1050        162  0.165
after global routing            1050        162  0.165
final                           1050        162  0.165
-- worst paths after layout --
| path | startpoint | endpoint | slack, ns |
|---|---|---|---|
| worst max register to register | counter[0] | counter[1] | 0.29 |
| worst min register to register | counter[0] | counter[0] | 0.51 |
| worst max-delay path | counter[0] | counter[1] | 0.29 |
| worst min-delay path | counter[0] | counter[0] | 0.51 |
-- sequential cells by signal, summed over array words and instances (netlist names) --
signal	count
counter	28
clock_out	1
-- cells by family after synthesis --
family	Yosys count	synth area share
adders and majority gates	3	0.0491
DFF	29	0.759
AOI/OAI and AO/OA	1	0.00982
and+or+nand+nor	16	0.167
buffers and inverters	2	0.00982
other	1	0.00491
-- per-layer routing --
metal / global-route usage / vias to the layer above / routed length (um)
met5: 0 / - / 0
met4: 0.00322 / 0 / 19
met3: 0.0139 / 3 / 73
met2: 0.0270 / 7 / 282
met1: 0.0252 / 165 / 439
li1: - / 217 / -
-- final cells by class --
class                   instances  area, um^2  area share
flip-flops and latches         29         581       0.554
inverters                       2        7.51     0.00717
clock buffers                   5        68.8      0.0657
well taps                      77        96.3      0.0920
clock inverters                 3        17.5      0.0167
multi-input cells              45         267       0.254
repair buffers                  1        10.0     0.00956
-- cells in the mapped netlist, drive strengths merged --
master  instances
ha              3
dfxtp          29
nor4b           2
a211oi          1
nor3b           1
nand3b          1
nor3            1
nor4            6
conb            1
inv             2
nor2            1
nand2b          2
nand4           1
nand3           1
-- power by group through the flow --
stage,Clock (mW),Sequential [mW],Combinational (mW)
4_1_cts,0.538,0.724,0.0109
6_report,0.515,0.723,0.0105
5_1_grt,0.571,0.727,0.0142
No activity file was given, so power comes from the tool's default toggle rates.
