`design.v`:
```
module TicTacToe(input sel,next,rst,clk,Fclk,output [1:0] a,b,c,d,e,f,g,h,i, output [1:0] winner,output[3:0] positionOut);
	localparam [1:0] p1=2'b01;  
	localparam [1:0] p2=2'b10;  
	logic [3:0] position,pRam,pFinal;
	logic Pcondition;
	logic player;
	logic checkPos,checkPosRandom;
	logic timeout,timeRstCondition;
	logic [1:0] victory;
	logic doneGameCondition;
	positionMachine myPositionMachine(.clk(clk),.rst(rst),.next(next),.pos(position));
	randomModule myrandom(.clk(Fclk),.rst(rst),.pos(pRam));
	muxCustom themux (.a(position),.b(pRam),.sel(timeout), .out(pFinal));
	playGrill grill (.position(pFinal) ,.sel(Pcondition),.Pl(player),.clk(clk),.rst(rst),.a(a),.b(b),.c(c),.d(d),.e(e),.f(f),.g(g),.h(h),.i(i));
	playerIterator myiterator(.clk(clk),.rst(rst),.change(Pcondition), .player(player));
	cronometer mycronometer(.clk(clk),.rst(rst),.manualRst(timeRstCondition),.timeout(timeout));
	checkEmpty myCheckPos(.a(a),.b(b),.c(c),.d(d),.e(e),.f(f),.g(g),.h(h),.i(i),.pos(position), .flag(checkPos));
	checkEmpty myCheckPosRandom(.a(a),.b(b),.c(c),.d(d),.e(e),.f(f),.g(g),.h(h),.i(i),.pos(pRam), .flag(checkPosRandom));
	victoryCondition victoryModule(.a(a),.b(b),.c(c),.d(d),.e(e),.f(f),.g(g),.h(h),.i(i), .victory(victory));
	assign doneGameCondition= (victory==p1) | (victory==p2);
	assign Pcondition=((sel&checkPos)|(timeout&checkPosRandom)) & !doneGameCondition;
	assign timeRstCondition=Pcondition;
	assign winner=victory;
	assign positionOut=pFinal;
endmodule 
module checkEmpty(input [1:0] a,b,c,d,e,f,g,h,i,input [3:0] pos, output flag);
	localparam empty_state=2'b0;
	logic condition;
	always_comb begin
		case(pos)
			4'b0000: condition=(a==empty_state);
			4'b0001: condition=(b==empty_state);
			4'b0010: condition=(c==empty_state);
			4'b0011: condition=(d==empty_state);
			4'b0100: condition=(e==empty_state);
			4'b0101: condition=(f==empty_state);
			4'b0110: condition=(g==empty_state);
			4'b0111: condition=(h==empty_state);
			4'b1000: condition=(i==empty_state);
			default: condition=0;
		endcase
	end
	assign flag=condition;
endmodule 
module cronometer(input clk,rst,manualRst,output timeout);
	localparam [29:0] finishTime= 30'b10100;   
	logic [29:0] count, nextCount;
	always_ff @(posedge clk or posedge rst) begin
		if(rst) count=0;
		else count=nextCount;
	end
	always_comb begin
		if(manualRst)nextCount=0;
		else begin
			case(count)
				finishTime:nextCount=count;
				default: nextCount=count+1;
			endcase
		end
	end
	assign timeout=(count==finishTime);
endmodule 
module muxCustom(input[3:0] a,b,input sel, output logic [3:0] out);
	always_comb begin
		case(sel)
			1'b0:out=a;
			1'b1:out=b;
			default:out=a;
		endcase
	end
endmodule 
module playGrill(input [3:0] position ,input sel,Pl,clk,rst,output[1:0] a,b,c,d,e,f,g,h,i);
	squareBox #(.id_code(4'b0000)) c0 (.code(position), .sel(sel),.pl(Pl),.rst(rst),.clk(clk),.out(a));
	squareBox #(.id_code(4'b0001)) c1 (.code(position), .sel(sel),.pl(Pl),.rst(rst),.clk(clk),.out(b));
	squareBox #(.id_code(4'b0010)) c2 (.code(position), .sel(sel),.pl(Pl),.rst(rst),.clk(clk),.out(c));
	squareBox #(.id_code(4'b0011)) c3 (.code(position), .sel(sel),.pl(Pl),.rst(rst),.clk(clk),.out(d));
	squareBox #(.id_code(4'b0100)) c4 (.code(position), .sel(sel),.pl(Pl),.rst(rst),.clk(clk),.out(e));
	squareBox #(.id_code(4'b0101)) c5 (.code(position), .sel(sel),.pl(Pl),.rst(rst),.clk(clk),.out(f));
	squareBox #(.id_code(4'b0110)) c6 (.code(position), .sel(sel),.pl(Pl),.rst(rst),.clk(clk),.out(g));
	squareBox #(.id_code(4'b0111)) c7 (.code(position), .sel(sel),.pl(Pl),.rst(rst),.clk(clk),.out(h));
	squareBox #(.id_code(4'b1000)) c8 (.code(position), .sel(sel),.pl(Pl),.rst(rst),.clk(clk),.out(i));
endmodule 
module playerIterator(input clk,rst,change, output player);
	logic state,nextState;
	always_ff @(posedge clk or posedge rst)begin
		if(rst)state=1'b0;
		else state=nextState;
	end
	always_comb begin
		case(state)
			1'b0:if(change)nextState=1'b1;else nextState=state;
			1'b1:if(change) nextState=1'b0;else nextState=state;
		endcase
	end
	assign player=state;
endmodule 
module positionMachine(input clk,rst,next,output [3:0] pos);
	logic [3:0] nextState,state;
	always_ff @(posedge clk or posedge rst)begin
		if(rst) state=4'b0000;
		else state=nextState;
	end
	always_comb begin
		case(state)
			4'b0000: if(next) nextState=4'b0001;else nextState=state;
			4'b0001: if(next) nextState=4'b0010;else nextState=state;
			4'b0010: if(next) nextState=4'b0011;else nextState=state;
			4'b0011: if(next) nextState=4'b0100;else nextState=state;
			4'b0100: if(next) nextState=4'b0101;else nextState=state;
			4'b0101: if(next) nextState=4'b0110;else nextState=state;
			4'b0110: if(next) nextState=4'b0111;else nextState=state;
			4'b0111: if(next) nextState=4'b1000;else nextState=state;
			4'b1000: if(next) nextState=4'b0000;else nextState=state;
			default: nextState=4'b0000;
		endcase 
	end
	assign pos=state;
endmodule 
module randomModule(input rst,clk,output[3:0] pos);
	logic [3:0] state1,nextState1;
	always_ff @(posedge clk or posedge rst)begin
		if(rst)state1=0;
		else state1=nextState1;
	end
	always_comb begin
		case(state1)
			4'b1000:nextState1=0;
			default: nextState1=state1+1;
		endcase
	end
	assign pos=state1;
endmodule 
module squareBox #(parameter [3:0] id_code=4'b0000) (input [3:0] code, input sel,pl,rst,clk, output[1:0] out);
	logic [1:0] state,nextState;
	always_ff @(posedge clk or posedge rst)begin
		if(rst)state=2'b00;
		else state=nextState;
	end
	always_comb begin
		case(state)
			2'b00:begin
				if(code==id_code & sel & !pl)nextState=2'b01;
				else if(code==id_code & sel & pl)nextState=2'b10;
				else nextState=2'b00;
			end
			2'b01:nextState=2'b01;
			2'b10:nextState=2'b10;
			default: nextState=2'b00;
		endcase
	end
	assign out=state;
endmodule 
module victoryCondition(input [1:0] a,b,c,d,e,f,g,h,i, output logic [1:0] victory);
	localparam [1:0] p1=2'b01;  
	localparam [1:0] p2=2'b10;  
	localparam [1:0] noVictory=2'b00;  
	logic v1,v2;
	always_comb begin
		if(v1)victory=p1;
		else if(v2)victory=p2;
		else victory=noVictory;
	end
	assign v1= (a==p1 & b==p1 & c==p1) | (d==p1 & e==p1 & f==p1) | (g==p1 & h==p1 & i==p1) | (a==p1 & d==p1 & g==p1)
					| (b==p1 & e==p1 & h==p1)| (c==p1 & f==p1 & i==p1)| (a==p1 & e==p1 & i==p1)| (c==p1 & e==p1 & g==p1);
	assign v2=(a==p2 & b==p2 & c==p2) | (d==p2 & e==p2 & f==p2) | (g==p2 & h==p2 & i==p2) | (a==p2 & d==p2 & g==p2)
					| (b==p2 & e==p2 & h==p2)| (c==p2 & f==p2 & i==p2)| (a==p2 & e==p2 & i==p2)| (c==p2 & e==p2 & g==p2);
endmodule 
```
`run.sh`:
```
#!/bin/bash
# OpenROAD 26Q1-2900-gdf79404cd8, Yosys 0.63+post, stock flow scripts
make -C /OpenROAD-flow-scripts/flow DESIGN_CONFIG=/design/flow/config.mk WORK_HOME=/design/flow/orfs finish
```
`config.mk`:
```
export PLATFORM = sky130hd
export DESIGN_NAME = TicTacToe
export DESIGN_NICKNAME = TicTacToe
export VERILOG_FILES = /design/flow/design.v
export SDC_FILE = /design/flow/constraint.sdc
export NUM_CORES = 4
export LEC_CHECK = 1
export CORE_UTILIZATION = 30
```
`constraint.sdc`:
```
current_design TicTacToe

set clk_period 4.4
set clk_io_pct 0.2

create_clock -name clk0 -period $clk_period [get_ports {Fclk}]
create_clock -name clk1 -period $clk_period [get_ports {clk}]

set non_clock_inputs [all_inputs -no_clocks]
set_input_delay [expr $clk_period * $clk_io_pct] -clock clk0 $non_clock_inputs
set_output_delay [expr $clk_period * $clk_io_pct] -clock clk0 [all_outputs]
```
==> qor_table.md <==
| Result | Reported | Unit |
|:---|:---|:---|
| CP Launch Type | flop | - |
| Fin Clk Skew | 6.04 | ps |
| Hold WS | 558 | ps |
| Wire length of the first global-routing pass | 13,500 | um |
| Beginning of the worst register-to-register path | mycronometer.count[0] | - |
| CTS tree | yes | - |
| Share of synthesized registers carrying an async set or reset | 100 | % |
| Main flop type | dfrtp_1 | - |
| Antenna fix cells | 0 | - |
| Outcome | finished clean | - |
| Cell taking the most area after synthesis | dfrtp_1 | - |
| Flop and latch count out of synthesis | 57 | - |
| Number of clock sinks | 57 | - |
| Global-route total usage across every layer | 14.9 | % |
| Worst EP required | 3520 | ps |
| Residual DRC count | 0 | - |
| Port buffer count | 27 | - |
| Tightest Hold Check Type | flop to flop | - |
| Pins over their slew limit | 0 | - |
| Via count of the first global-routing pass | 2,533 | - |
| Num rows | 38 | - |
| 1st-iter DRT viols | 242 | - |
| Number of setup violations in the final report | 0 | - |
| Drt total wl | 8380 | um |
| HPWL after DPL | 5660 | um |
| Post-CTS Setup Repair Bufs | 0 | - |
| Crit Reg-Reg Endpoint | grill.c0.state[0] | - |
| Arr. time, crit path | 2540 | ps |
| Yosys-reported design area after synthesis | 0.00348 | mm2 |
| Worst Tran Pin Value | 718 | ps |
| Fillers | 1,071 | - |
| Cell area after synthesis | 0.00348 | mm2 |
| Maximum capacitance violations | 0 | - |
| Core box area | 0.0111 | mm2 |
| Horizontal die size | 110 | um |
| RSZ-0062 raised after global routing | false | - |
| Remaining number of nets flagged by the antenna check after routing | 0 | - |
| Initial antenna violation count | 0 | - |
| Hold path startpoint | mycronometer.count[29] | - |
| Fraction of the core area occupied by cells at floorplan | 31.4 | % |
| Gates resized, CTS repair | 0 | - |
| DIE HEIGHT | 110 | um |
| Top cells by area in the synthesized netlist | dfrtp_1 (41%), xor2_1 (5.5%), nor2_1 (5.4%), nor4bb_1 (2.9%), o41ai_2 (2.8%) | - |
| Floorplan die area | 0.0120 | mm2 |
| Ports placed on the boundary | 29 | - |
| PwrDens | 534 | mW/mm2 |
| Final Wtd Congestion | 0.891 | - |
| Max-slew headroom at the worst pin | 52.1 | % |
| Clock-pin slew on the worst setup and hold paths | 80 | ps |
| Synthesized instance count | 348 | - |
| Synthesis-to-layout area growth | 16.7 | % |
| Mean Syn Cell Area | 10.0 | um2 |
| Via-per-instance ratio | 5.32 | - |
| Total number of vias | 2,719 | - |
| Share of final-layout standard cells stronger than drive strength 1 | 12.4 | % |
| Overall overflow remaining after global route | 0 | - |
| Total number of warnings across the stage logs | 30 | - |
| Hold-fix buffer count after cts | 0 | - |
| Proportion of synthesized chip area in sequential cells | 40.9 | % |
| Highest ir drop seen on vdd | 0.330 | mV |
| Synth top area share | 40.9 | % |
| Post-detailed-route wirelength per cell | 16.4 | um |
| Number of detailed-route iterations in the first pass | 4 | - |
| Static leakage | 1.65 | nW |
| Flop-to-flop setup slack | 1700 | ps |
| Min-Delay Endpoint | mycronometer.count[29] | - |
| Critical Path End Type | output port | - |
| Start-to-end type of the worst setup path | flop to output port | - |
| Number of synthesized flops with an enable pin | 0 | - |
| Setup TNS Final | 0 | ps |
| Final hold vios | 0 | - |
| Post-synthesis cell count from yosys | 348 | - |
| Worst Hold Depth | 2 | - |
| Number of warnings reported in the yosys synthesis log | 16 | - |
| CP Max Fanout | 8 | - |
| Maximum number of pins on one net before global-route repair | 58 | - |
| Logic depth of the worst register-to-register path | 9 | - |
| Unique cell types | 60 | - |
[synthesized netlist by cell type, drive strengths merged, types with 2 or more instances]
master	number
mux2	4
a2111oi	2
xor2	22
and4	5
o21ai	14
mux2i	2
clkbuf	7
nor3b	7
xnor2	11
or4	2
dfrtp	57
o41ai	15
or2b	3
nor4bb	10
a21oi	2
nor2b	5
nand3	11
o211ai	5
inv	11
o31ai	4
nand2	17
nor2	54
nand2b	14
a211oi	2
nand4	10
a41o	3
nor3	8
buf	10
nor4b	3
nor4	7
and4bb	5
and2	3
ha	6
[per-layer routing]
metal  track usage [%]  share of wire [%]
met5                 0                  0
met4              1.52                1.3
met3              2.30                4.6
met2              20.8                 43
met1              25.3                 51
[worst max-delay path: stages (launching register included)]
cell	delay, ps
dfrtp_1	400
inv_1	100
ha_1	140
nor4b_2	180
nand4_1	340
nor2_2	320
mux2_2	360
clkdlybuf4s50_1	400
[how the worst max path moves through the flow]
stage | start | to
6_report | mycronometer.count[0] | positionOut[1]
5_1_grt | mycronometer.count[0] | positionOut[2]
4_1_cts | mycronometer.count[0] | positionOut[1]
[flip-flops by register name, indices dropped and copies added (netlist names)]
name,cells
myrandom.state1,4
grill.c3.state,2
grill.c2.state,2
myiterator.state,1
myPositionMachine.state,4
grill.c6.state,2
grill.c0.state,2
grill.c7.state,2
grill.c8.state,2
grill.c5.state,2
mycronometer.count,30
grill.c4.state,2
grill.c1.state,2
[power by group]
part | switching (mW) | total, mW | internal (mW)
clock network | 0.218 | 0.552 | 0.334
logic | 0.389 | 0.772 | 0.382
registers | 0.235 | 0.847 | 0.612
[layout by cell type, fill, tap and decap left out, types with 7 or more instances in the layout]
cell type / instances
nor2_1: 50
nor3b_1: 7
nand2b_1: 14
nand3_1: 11
nor4bb_1: 10
inv_1: 9
xnor2_1: 11
nand4_1: 9
xor2_1: 22
nor3_1: 8
clkdlybuf4s50_1: 27
nand2_1: 16
o41ai_1: 9
o21ai_0: 7
clkbuf_16: 8
dfrtp_1: 57
[cell families (layout without fill, tap and decap cells)]
kind of cell    after synthesis  count (layout)  synth area share (%)
flops                        57              57                  40.9
simple gates                165             165                  28.4
mux                           7               7                  2.51
compound gates               52              52                  13.3
buf+inv                      28              51                  4.31
xor+xnor                     33              33                  8.30
fa+ha+maj                     6               6                  2.16
[final cells by class]
| cell class | count | area (um2) | area share [%] |
|---|---|---|---|
| multi-input combinational | 263 | 1910 | 46.9 |
| inverter | 11 | 41.3 | 1.02 |
| clock buffer | 8 | 200 | 4.93 |
| sequential | 57 | 1430 | 35.1 |
| clock inverter | 3 | 28.8 | 0.708 |
| tap | 140 | 175 | 4.31 |
| timing repair buffer | 29 | 285 | 7.02 |
[per-stage QoR]
stage,power [mW],util (%),std cells,setup WS [ps],instance area (um2)
2_1_floorplan,1.36,-,348,1690,3480
3_3_place_gp,1.60,34.6,500,1370,3830
3_5_place_dp,1.61,34.6,500,1320,3830
4_1_cts,2.17,36.7,511,965,4060
5_1_grt,2.30,36.7,511,772,4060
6_report,2.17,36.7,511,976,4060
Power is estimated from default activity; no workload was simulated.
