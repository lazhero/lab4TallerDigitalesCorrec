`design/flow/config.mk`:
```
export PLATFORM = sky130hd
export DESIGN_NAME = vertical_counter
export DESIGN_NICKNAME = vertical_counter
export VERILOG_FILES = /design/flow/design.v
export SDC_FILE = /design/flow/constraint.sdc
export NUM_CORES = 4
export LEC_CHECK = 1
export CORE_AREA = 10 10 83 83
export DIE_AREA = 0 0 93 93
```
`design/flow/constraint.sdc`:
```
current_design vertical_counter

set clk_period 1.9
set clk_io_pct 0.2

create_clock -name clk0 -period $clk_period [get_ports {clk}]

set non_clock_inputs [all_inputs -no_clocks]
set_input_delay [expr $clk_period * $clk_io_pct] -clock clk0 $non_clock_inputs
set_output_delay [expr $clk_period * $clk_io_pct] -clock clk0 [all_outputs]
```
`design/flow/design.v`:
```
module vertical_counter(input clk, rst, enable_v, output logic[15:0] v_count);
	always_ff @(posedge clk or posedge rst)begin
		if(rst)begin
			v_count = 0;
		end 
		else begin
			if(enable_v == 1'b1) begin
				if(v_count < 525)v_count = v_count+1;
				else v_count = 0;
			end
		end
	end
endmodule 
```
`design/flow/run.sh`:
```
#!/bin/bash
# OpenROAD 26Q1-2900-gdf79404cd8, Yosys 0.63+post, stock flow scripts
make -C /OpenROAD-flow-scripts/flow DESIGN_CONFIG=/design/flow/config.mk WORK_HOME=/design/flow/orfs finish
```
==> Slide: Implementation Results <==
Synthesis and Place & Route Summary

Status
  • Outcome: finished clean

Timing
  • Setup TNS: 0 ns
  • Final setup vio count: 0
  • Tcrit/Tclk final: 93.25%
  • Setup WS post-layout: 0.1282 ns
  • Clock skew: 0.001787 ns
  • Final hold violation count: 0
  • F_max: 564.4 MHz
  • Crit path time final: roughly 1.8 ns
  • Max-slew headroom: 78.85%
  • Pins Over Slew Limit: 0
  • RSZ-0062 raised after global routing: true
  • Worst-margin pin slew: 0.3172 ns

Cells and area
  • Fill count: a little under 600
  • Share of layout cells above drive strength 1: 16.52%
  • Most frequent cells in the layout: clkdlybuf4s50_1, dfrtp_1, nor2_1
  • Max reg flops: 16
  • Layout area overhead: 40.81%
  • Highest-count logic cell in the final layout: clkdlybuf4s50_1

Yosys
  • Synth cell types: 28
  • Synth warnings: 1
  • Area share, top type: a little under half
  • Synth area leaders: dfrtp_1, nor2_1, xor2_1
  • Seq share, synth: 46.31%
  • Syn Inst Count: 88
  • Leading area contributor after synthesis: dfrtp_1
  • Cell Area, Synth: 864.6 um2
  • Yosys Chip Area: 864.6 um2
  • Ys flops: 16
  • Syn_area_per_cell: slightly below 10 um2
  • Yosys cell count: 88

CTS
  • Hold_buf cts: 0
  • Clk buf depth: 2
  • # clock sinks: 16
  • Postcts setup bufs: 0
  • CTS root buf: clkbuf_8
  • Cts repair resizes: 0
  • CTS tree: built
  • CTS Buf Count: 3
  • Clock Pin Slew Worst Setup and Hold Paths: around 0.060 ns
  • Worst-Skew Late Latency: about 0.24 ns
  • Htree depth: 1

Power
  • IR Drop Worst-Case VDD: 0.2555 mV
  • Sequential share of power: 45.2%
  • Internal power: ~0.76 mW
  • Power Density: 912.6 nW/um2
  • Logic pwr share: between 30% and 40%
  • Switching power total: ~0.35 mW
  • Clock power share: 22.7%
  • Pleak: ~0.55 nW
  • Sw Ratio: 31.29%

Critical path
  • Crit path from: v_count[12]$_DFFE_PP0P_
  • Reg2Reg Depth: 5
  • Max FO, Critical Path: 4
  • Worst path arrival time: 1.94 ns
  • Crit end category: flop
  • Crit path kind: reg2reg
  • Crit path DRT: 2.07 ns
  • R2r endpoint: v_count[4]$_DFFE_PP0P_
  • Worst flop-to-flop path startpoint: v_count[12]$_DFFE_PP0P_
  • Reg-to-reg setup timing slack: between 0.1 and 0.15 ns
  • CP Launch Type: flop
  • Critical path endpoint: v_count[4]$_DFFE_PP0P_

Die
  • Die Span X: 93 um
  • Std-Cell Rows: 26
  • FP Util: between 15 and 20%
  • Die ar.: 8649 um2
  • Die height: between 90 and 100 um
  • Core box area: 5140 um2
  • # IOs: 19

Run
  • Max-Cap Viols: 0
  • Tool warnings: 27

Routing
  • Via density: 4.027
  • Final ANT Viol Nets: 0
  • First-iteration detailed-routing DRC count: 17
  • Final WL: approximately 2200 um
  • Vias: 745
  • Average routed wire per standard cell: 11.77 um
  • Drt first pass iters: 4
  • DR DRC count: 0
  • Diode count: 0

Place
  • Post-DP HPWL: 1691 um
  • I/O Buffers: 18
  • Placement Setup Slack: between 0.1 and 0.15 ns
  • GP Congestion: 0.8591

Global routing
  • Largest net degree at the start of global routing: 17
  • Total grt overflow: 0
  • Initial antenna violation count: 0
  • First-pass GRT wire length: 3774 um
  • Vias in the first global route: 775
  • GR Util All Layers: under 10%

Hold path
  • Worst hold path class: in2async
layout make-up:
cell class / instances / area, um2 / share of cell area (%)
clock buffer: 3 / 41.29 / 3.392
inverter: 6 / 22.52 / 1.850
multi-input combinational: 64 / 425.4 / 34.94
sequential: 16 / 400.4 / 32.89
tap: 70 / 87.58 / 7.194
timing repair buffer: 26 / 240.2 / 19.73
Yosys cell counts:
master	n
and3_1	4
nand4_1	3
nand2_1	6
a21boi_2	1
xnor2_1	2
a2bb2oi_1	1
and2_2	1
o221ai_1	1
nor2_1	15
o21ai_0	2
a211o_2	1
buf_6	2
o211ai_1	1
a31oi_1	4
xor2_1	4
a2111oi_4	1
inv_1	6
a21oi_1	1
nand3_1	4
o22ai_1	1
or4_4	1
nor3_1	1
and3_2	2
and4_1	3
nand3b_1	1
nor4_1	1
ha_1	2
dfrtp_1	16
worst min-delay path by stage:
stage                             to  slack (ns)  cells after the start  startpoint
CTS           v_count[5]$_DFFE_PP0P_        0.45                      3         rst
global route  v_count[7]$_DFFE_PP0P_        0.48                      3         rst
finish        v_count[5]$_DFFE_PP0P_        0.45                      3         rst
through the flow:
step	utilization (%)	total power, mW	instance area, um2	cells	hold slack (ns)
global placement	22.76	0.8684	1170	182	0.5371
CTS	23.56	1.132	1211	185	0.4524
detailed placement	22.76	0.8709	1170	182	0.5384
finish	23.69	1.111	1217	185	0.4509
floorplan	-	0.6489	864.6	88	0.2937
global route	23.69	1.203	1217	185	0.4825
worst max-delay path, cell delays in order, from the launching register on:
cell and delay, ns:
dfrtp_1 0.41, or4_4 0.56, a2111oi_4 0.26, buf_4 0.20
nand2_1 0.11, o221ai_2 0.16
power groups by stage:
stage	clock network, mW	logic (mW)	registers (mW)
4_1_cts	0.265	0.364	0.502
5_1_grt	0.277	0.409	0.518
6_report	0.252	0.357	0.503
kinds of logic after synthesis:
logic type,after synthesis,synth area share (%)
XOR/XNOR,6,6.078
adder cells (fa/ha/maj),2,2.894
AND/OR/NAND/NOR,42,25.61
buffers and inverters,8,5.209
AND-OR/OR-AND,14,13.89
flip-flops,16,46.31
per-layer routing:
| metal | GRT usage (%) | part of all wire, % |
|---|---|---|
| met2 | 8.470 | 46 |
| met1 | 6.905 | 45 |
| met5 | 0 | 0 |
| met3 | 2.262 | 8.2 |
| met4 | 0.6427 | 0.60 |
No activity file was given, so power comes from the tool's default toggle rates.
